==> ./design.v <==
module DataMem(
    input clk, enableWrite,
	input [31:0] Addr, dataIn,
	output [31:0] dataOut
	);
reg [31:0] mem [255:0];
assign dataOut = mem[Addr[6:2]];
always @ (posedge clk)
begin
    if (enableWrite)
        mem[Addr[6:2]] = dataIn;
end
integer i;
initial begin
    for(i = 0; i<32; i=i+1)
        mem[i] = 0;
	mem[5'h14] = 32'h000000a3;
	mem[5'h15] = 32'h00000027;
	mem[5'h16] = 32'h00000079;
	mem[5'h17] = 32'h00000115;
end
endmodule
==> ./run.sh <==
#!/bin/bash
# OpenROAD 26Q1-2900-gdf79404cd8, Yosys 0.63+post, stock flow scripts
make -C /OpenROAD-flow-scripts/flow DESIGN_CONFIG=/design/flow/config.mk WORK_HOME=/design/flow/orfs finish
==> ./config.mk <==
export PLATFORM = sky130hd
export DESIGN_NAME = DataMem
export DESIGN_NICKNAME = DataMem
export VERILOG_FILES = /design/flow/design.v
export SDC_FILE = /design/flow/constraint.sdc
export NUM_CORES = 4
export LEC_CHECK = 1
export CORE_UTILIZATION = 50
export SYNTH_MEMORY_MAX_BITS = 65536
==> ./constraint.sdc <==
current_design DataMem

set clk_period 6.5
set clk_io_pct 0.2

create_clock -name clk0 -period $clk_period [get_ports {clk}]

set non_clock_inputs [all_inputs -no_clocks]
set_input_delay [expr $clk_period * $clk_io_pct] -clock clk0 $non_clock_inputs
set_output_delay [expr $clk_period * $clk_io_pct] -clock clk0 [all_outputs]
==> Changelog: implementation <==
### Physical design

* Fraction of the cycle the final worst path needs at 87.6%
* Vias per cell at 6.06
* Total power after layout at 13800 uW
* Total overflow reported by the global router at 0
* Fraction of registers with async set or reset after synthesis at 0%
* Flip-flop count of the largest register, all copies and words added at 1024
* Final critical delay including setup and external delays at 5.69 ns
* Post-route insts no fill at 3137
* Final ANT Viol Nets at 0
* Routed via count at 19000
* Nature of the critical path startpoint: input pin
* Area overhead of the layout relative to synthesis at 15.3%
* Clk network pwr share at 41.4%
* Chip footprint at 79200 um2
* Count of pins over their slew limit at 0
* Post-synth tally of flip-flops with integrated enable at 1024
* Internal cell power at 11000 uW
* Maxcap violations at 0
* Worst endpoint required time at 5.20 ns
* Slew at the pin closest to its max-slew limit at 0.992 ns
* DRC violation count after routing at 0
* Outcome: completed
* Dpl hpwl at 52500 um
* Global-route wire length before repair at 137000 um
* RSZ-0062 raised after global routing: no
* Synthesized cell area at 39100 um2
* Std-Cell Core Area at 77300 um2
* IO Pins at 98
* Tool Warnings at 53
* CTS tree: built
* Cells in synth_stat.txt at 1828
* Number of antenna violations at the first check in global routing at 1
* Post-route setup TNS at 0 ns
* Sw Ratio at 20.3%
* Setup slack after placement at 0.721 ns
* Leakage power summed over all cells at 0.0145 uW
* Type of destination of the critical path: primary output
* CP delay by family, top: buffers and inverters
* Longest individual stage delay on the worst path at 0.59 ns
* Total power divided by cell area at 306 nW/um2
* Worst-case setup margin in the final layout at 0.807 ns
* Worst hold path depth at 2
* GRT Total Usage at 27.8%
* Top FF cell, synth: sky130_fd_sc_hd__edfxtp_1
* Cells after synthesis at 1828
* Highest net fanout along the worst path at 54
* Number of buffers added by the clock tree synthesis step at 101
* Number of iterations in the first detailed-routing pass at 5
* # placed instances at 2946
* Number of global-route vias before repair at 20600
* Critical Path Slowest Stage Cell: sky130_fd_sc_hd__a2111oi_0
* Area figure in the yosys stat output at 39100 um2
* Buffers plus inverters on the worst setup path at 3
* Syn avg cell area at 21.4 um2
* Sequential share of power at 53.4%
* Maximum number of pins on one net before global-route repair at 56
* Cells resized by post-CTS repair at 0
* Worst slack on hold paths at 1.47 ns
* Maximum clock frequency at 176 MHz
* Port Buf Inserts at 70
* Die W at 281 um
* Cell row count at 102
* Share of the core filled by cells before placement at 50.5%
* Max-slew headroom at the worst pin at 33.6%
* Count of cell types in the netlist at 33
* Count of yosys warnings during synthesis at 1
* Cell chosen for the clock root: sky130_fd_sc_hd__clkbuf_16
* Arrival time reported for the critical path endpoint at 4.39 ns
* Final tally of hold violations at 0
* Number of setup buffers added after CTS at 0
* H-tree depth at 3
* Switching component of the power at 2800 uW
* Hold-fix buffer count after cts at 0
* Final setup vio count at 0
* Height of the chip at 281 um
* Sink count of the clock tree at 1024
* Commonest non-fill, non-tap cells in the layout: 1024 x sky130_fd_sc_hd__edfxtp_1, 196 x sky130_fd_sc_hd__mux2i_1, 158 x sky130_fd_sc_hd__mux4_2
* Deepest clock path buffer count at 3
* Wire length reported by the detailed router at 94400 um
* WP depth at 6
* Combinational power share at 5.2%
* Crit path kind: input pin to primary output
* Weighted congestion at the end of routability-driven global placement at 0.811
* Violation tally from detailed-route iteration zero at 993
* FF+latch count, synth at 1024
* Path type of the worst min-delay path: input pin to flip-flop
* Layout cell share with drive strength beyond 1 at 23.7%
* Drt wl/cell at 30.1 um
* IR Drop Worst-Case VDD at 208 uV
* Most common library cell in the layout ignoring fill and taps: sky130_fd_sc_hd__edfxtp_1
* Clock transition at the registers of the reported paths at 0.06 ns
* Series of cell instances along the critical path: buf_8, buf_4, mux4_2, a2111oi_0, a22oi_1, clkdlybuf4s50_1
* Sequential area share after synthesis at 78.7%
## layer usage
layer | GRT usage, % | share of wire, % | up-vias
met3 | 19.7 | 17 | 146
met2 | 40.6 | 48 | 1253
met1 | 36.7 | 32 | 9527
met4 | 5.95 | 2.6 | 4
li1 | - | - | 8072
met5 | 1.34 | 0.15 | -
## cell type report
class / instances / area [um2]
timing repair buffer: 187 / 1650
clock buffer: 123 / 2700
fill: 5520 / 32300
sequential: 1024 / 30700
tap: 1040 / 1300
antenna: 1 / 2.50
clock inverter: 67 / 593
multi-input combinational: 695 / 8020
## cell families (layout without fill, tap and decap cells)
family	Yosys count	after routing	share of synthesized area [%]
buffers and inverters	109	377	1.35
and+or+nand+nor	101	101	1.17
muxes	388	388	15.1
AOI/OAI and AO/OA	206	206	3.64
other	0	1	0
DFF	1024	1024	78.7
## power by group through the flow
| stage | Clock [uW] | Sequential [uW] | Combinational (uW) |
|---|---|---|---|
| 4_1_cts | 5790 | 7360 | 728 |
| 5_1_grt | 6050 | 7360 | 773 |
| 6_report | 5700 | 7360 | 718 |
## cells in the mapped netlist (2+ instances only)
cell type	count	share of area, %
sky130_fd_sc_hd__buf_2	40	0.51
sky130_fd_sc_hd__nand2b_1	2	0.032
sky130_fd_sc_hd__nand3b_1	2	0.038
sky130_fd_sc_hd__mux2_2	34	0.98
sky130_fd_sc_hd__a22oi_1	24	0.46
sky130_fd_sc_hd__nor2_1	49	0.47
sky130_fd_sc_hd__buf_1	7	0.067
sky130_fd_sc_hd__mux4_2	158	9.1
sky130_fd_sc_hd__edfxtp_1	1024	79
sky130_fd_sc_hd__clkbuf_1	48	0.46
sky130_fd_sc_hd__buf_4	10	0.19
sky130_fd_sc_hd__nand2_1	22	0.21
sky130_fd_sc_hd__o22ai_1	81	1.3
sky130_fd_sc_hd__nor2b_1	7	0.11
sky130_fd_sc_hd__o221ai_1	15	0.34
sky130_fd_sc_hd__nor3b_1	3	0.058
sky130_fd_sc_hd__a211oi_1	4	0.077
sky130_fd_sc_hd__a31oi_1	16	0.26
sky130_fd_sc_hd__a22o_1	10	0.22
sky130_fd_sc_hd__nor3_1	2	0.026
sky130_fd_sc_hd__nand3_1	6	0.077
sky130_fd_sc_hd__buf_6	4	0.12
sky130_fd_sc_hd__or3b_1	2	0.045
sky130_fd_sc_hd__a2111oi_0	28	0.63
sky130_fd_sc_hd__mux2i_1	196	5.0
sky130_fd_sc_hd__a21oi_1	27	0.35
## path summary, 6_finish.rpt
path / from / end / slack, ns
max: Addr[3] / dataOut[30] / 0.81
min: dataIn[6] / mem[1][6] / 1.47
## stage by stage
stage | cell area, um2 | utilization (%)
2_1_floorplan | 39100 | -
3_3_place_gp | 41700 | 53.9
3_5_place_dp | 41700 | 53.9
4_1_cts | 45000 | 58.2
5_1_grt | 45000 | 58.2
6_report | 45000 | 58.2
No activity file was given, so power comes from the tool's default toggle rates.
