--- flow/constraint.sdc ---
current_design RegFile

set clk_period 6.4
set clk_io_pct 0.2

create_clock -name clk0 -period $clk_period [get_ports {clk}]

set non_clock_inputs [all_inputs -no_clocks]
set_input_delay [expr $clk_period * $clk_io_pct] -clock clk0 $non_clock_inputs
set_output_delay [expr $clk_period * $clk_io_pct] -clock clk0 [all_outputs]
--- flow/config.mk ---
export PLATFORM = sky130hd
export DESIGN_NAME = RegFile
export DESIGN_NICKNAME = RegFile
export VERILOG_FILES = /design/flow/design.v
export SDC_FILE = /design/flow/constraint.sdc
export NUM_CORES = 4
export LEC_CHECK = 1
export CORE_UTILIZATION = 30
--- flow/design.v ---
module RegFile(
input clk, we,
input [4:0] rna, rnb, wn,
input [31:0] d,
output [31:0] dataOutA, dataOutB
    );
    reg [31:0] regs [31:0];
    integer i;
    initial begin
        for (i = 0; i<32; i=i+1) begin
            regs[i] <= 0;
        end
    end
    assign dataOutA = regs[rna];
    assign dataOutB = regs[rnb];
    always @ (posedge clk) begin
        if(we)
            regs[wn] <= d;
    end
endmodule
--- flow/run.sh ---
#!/bin/bash
# OpenROAD 26Q1-2900-gdf79404cd8, Yosys 0.63+post, stock flow scripts
make -C /OpenROAD-flow-scripts/flow DESIGN_CONFIG=/design/flow/config.mk WORK_HOME=/design/flow/orfs finish
==> results.toml <==
# yosys + openroad results
[timing]
timing.final.ws_setup_ns = 0.661
report.final.slew_viol_count = 0
fin_setup_tns_ns = 0
report.final.hold_viol_count = 0
rsz0062_at_grt = "false"
worst-slew-pin-transition_ns = 1.07
setup_violations = 0
hold_slack_ns = 1.36
finalCritPeriodShare = 0.897
max_freq_ghz = 0.174
min_period_ns = 5.74
relSlewSlack = 0.284

[placed_design]
dp_hpwl_um = 86700
port-buffer-count = 112
place.gp.congestion = 0.870
place_ws_ns = 0.715

[yosys]
synth.avg_cell_area_sq_um = 14.4
ys_cells = 3386
ys_sh_simple = 0.0471
ys_seq_frac = 0.630
synth_area_sq_mm = 0.0488
synth_cells = 3386
yosys_warnings = 1
topCombFamilyByArea = "multiplexers"
yosysUniqueCellTypes = 23
synth_adder_area_share = 0
synthMuxAreaShare = 0.210
synth_flops = 1024
xor_share = 0
yosys_area_sq_mm = 0.0488
ys_sh_aoi = 0.0804

[die]
chipArea_sq_mm = 0.164
rows = 147
io_pins = 113
die_y_um = 405
fp_util = 0.303
coreArea_sq_mm = 0.161
fp.dieW_um = 405

[drt]
first_pass_iters = 6
vias_per_cell = 5.36
post_drt_wl_per_cell_um = 26.5
drt_iter0_drc = 1715
vias = 30757
wl_um = 152000
drtAntennaViolNets = 0
drc = 0

[setup_path]
cp_data_required_time_ns = 5.12
cp_max_fo = 56
worst_ep_arrival_time_ns = 4.46
endpoint_kind = "output pin"
worst-setup-path-type = "primary input to output pin"
start_kind = "primary input"
startpoint = "rna[2]"

[job]
tool_warnings = 26
cap_viol_max_count = 0

[power]
p_leak_nw = 20.2
vdd_drop_max_uv = 248
power_density_mw_per_mm2 = 260

[cells_and_area]
largest_reg_flops = 1024
top_regs = "regs (1024)"
regMostFlops = "regs"
area_growth_pct = 14.7
ff_latch_area_sq_mm = 0.0307
combGateArea_sq_mm = 0.0168
fillers = 15161
drive_above_1_share = 0.0944

[hold_path]
hold_depth = 2
hold_class = "primary input to flop"
hp-start = "d[1]"

[clock_network]
cts_hold_buf = 0
cts_buffers = 101
clock_sinks = 1024
tritoncts = "built"
cts_resized = 0
cts_root_buf = "clkbuf_16"
clk_path_buf_depth = 3
path_clk_slew_ns = 0.06
htreeDepth = 3
cts_setup_buffers = 0

[global_routing]
first_global_vias = 31830
overflow = 0
grt_use_total = 0.193
grt_pass1_wl_um = 216000
antenna_found_initial = 8
grt_max_degree = 93

[status]
status = "complete, no violations"
-- cell usage after synthesis --
cell / instances / share of area
edfxtp_1: 1024 / 0.63
nor2_1: 35 / 0.0027
buf_4: 47 / 0.0072
nand2_1: 195 / 0.015
nor3_1: 64 / 0.0066
clkbuf_4: 4 / 0.00062
buf_2: 70 / 0.0072
or3b_2: 3 / 0.00054
and2_1: 2 / 0.00026
mux2i_1: 1024 / 0.21
nand3b_1: 5 / 0.00077
buf_6: 45 / 0.010
nand2b_1: 4 / 0.00051
or3_1: 1 / 0.00013
nor2b_1: 4 / 0.00051
a22o_1: 128 / 0.023
buf_1: 1 / 0.000077
a31oi_1: 64 / 0.0082
a22oi_1: 192 / 0.030
a21oi_1: 192 / 0.020
nand3_1: 194 / 0.020
or2_2: 2 / 0.00026
clkbuf_1: 86 / 0.0066
-- worst paths after layout --
kind / endpoint / slack, ns
max: dataOutA[30] / 0.66
min: regs[29][1]$_DFFE_PP_ / 1.36
-- where the power goes --
part	total, mW	internal (mW)	switching [mW]
Clock	5.67	3.08	2.59
Sequential	7.49	7.46	0.0313
Combinational	1.40	0.535	0.861
-- kinds of logic after synthesis --
family                 after synthesis
muxes                             1024
DFF                               1024
and+or+nand+nor                    509
AOI/OAI and AO/OA                  576
buffers and inverters              253
-- area by class of cell --
cell class / count / area share
antenna: 1 / 0.0000447
clock buffer: 122 / 0.0466
clock inverter: 65 / 0.00908
multi-input combinational: 2109 / 0.300
sequential: 1024 / 0.550
tap: 2160 / 0.0483
timing repair buffer: 259 / 0.0464
-- worst max-delay path, stage by stage --
cell and delay [ns]:
clkdlybuf4s50_1 0.74, nor2b_4 0.29, buf_12 0.34, buf_4 0.49, a22o_1 0.21, nor3_1 0.05, a31oi_1 0.37, nand3_1 0.17
clkdlybuf4s50_1 0.45
-- metrics by stage --
step / cell area (sq um) / power, mW / util / cells
finish: 55900 / 14.6 / 0.348 / 5740
CTS: 55900 / 14.7 / 0.348 / 5739
global route: 55900 / 15.0 / 0.348 / 5740
detailed placement: 52800 / 9.02 / 0.328 / 5552
global placement: 52800 / 9.02 / 0.328 / 5552
floorplan: 48800 / 8.40 / - / 3386
-- cells in the final DEF, fill, tap and decap left out, types with 29 or more instances in the layout --
| master | count |
|---|---|
| edfxtp_1 | 1024 |
| nand2_1 | 193 |
| a22oi_1 | 192 |
| buf_12 | 29 |
| nor3_1 | 64 |
| mux2i_1 | 1024 |
| nor2_4 | 34 |
| clkdlybuf4s50_1 | 110 |
| a21oi_1 | 192 |
| clkbuf_16 | 101 |
| nand3_1 | 194 |
| a31oi_1 | 64 |
| buf_4 | 118 |
| a22o_1 | 128 |
-- per-layer routing --
metal | global-route usage | part of all wire
met2 | 0.297 | 0.46
met1 | 0.226 | 0.36
met4 | 0.0693 | 0.044
met5 | 0.0116 | 0.0014
met3 | 0.110 | 0.13
Power is estimated from default activity; no workload was simulated.
