File: design/flow/run.sh
#!/bin/bash
# OpenROAD 26Q1-2900-gdf79404cd8, Yosys 0.63+post, stock flow scripts
make -C /OpenROAD-flow-scripts/flow DESIGN_CONFIG=/design/flow/config.mk WORK_HOME=/design/flow/orfs finish
File: design/flow/config.mk
export PLATFORM = sky130hd
export DESIGN_NAME = IM_reg
export DESIGN_NICKNAME = IM_reg
export VERILOG_FILES = /design/flow/design.v
export SDC_FILE = /design/flow/constraint.sdc
export NUM_CORES = 4
export LEC_CHECK = 1
export CORE_AREA = 10 10 70 70
export DIE_AREA = 0 0 80 80
File: design/flow/constraint.sdc
current_design IM_reg

set clk_period 3.2
set clk_io_pct 0.2

create_clock -name clk0 -period $clk_period

set non_clock_inputs [all_inputs -no_clocks]
set_input_delay [expr $clk_period * $clk_io_pct] -clock clk0 $non_clock_inputs
set_output_delay [expr $clk_period * $clk_io_pct] -clock clk0 [all_outputs]
File: design/flow/design.v
module IM_reg(
input [31:0] pc,
output [31:0] out
    );
    wire [31:0] IM [0:511];
    assign IM[100] = 32'h34040050;  
    assign IM[104] = 32'h8c880000;  
    assign IM[108] = 32'h20840004;  
    assign IM[112] = 32'h8c890000;  
    assign IM[116] = 32'h01094020;  
    assign IM[120] = 32'h20840004;  
    assign IM[124] = 32'hac880000;  
    assign out = IM[pc];
endmodule
==> results.toml <==
# synthesis and place-and-route metrics
[status]
status = "completed"

[final_timing]
hold_viol = 0
fin_crit_ps = 3000
rsz0062_at_grt = "false"
fin_tns_setup_ps = 0
fmax_mhz = 333
slew_viol_final = 0
setup_viol = 0
setup_ws_ps = 200
finalClockPeriodUsage_pct = 93.8

[logic_synthesis]
aoi_share_pct = 13.3
yosysWarnings = 16161
syn_area_um2 = 338
synthTopCellsByArea = "buf_4 (49%), o21ai_0 (5.9%), nor4b_2 (4.4%)"
syn_inst = 50
synth_chip_area_um2 = 338
synthDistinctLibCells = 21
mux_area_share_pct = 0
xor_share_pct = 5.19
yosysTopAreaCell = "buf_4"
top_area_share_pct = 48.9
synthSimpleGateAreaFrac_pct = 27.4
synth.avg_cell_area_um2 = 6.76
synth-cells-yosys = 50
adder_share_pct = 0
logic_family = "buffers and inverters"
ys_seq_share_pct = 0

[place]
place_ws_ps = 120
dp_hpwl_um = 1040
gp_congestion = 0.747
port_buffers = 24

[routing]
num_vias = 318
via_per_inst = 2.81
drc_errors = 0
first_pass_iters = 4
post_drt_wl_per_cell_um = 9.96
antenna_left = 0
routed_wl_um = 1130
first_iter_violations = 7
diodes = 0

[critical_path]
cp_top_family = "buffers and inverters"
crit_path_end_kind = "output pin"
slowest_delay_ps = 470
cp_max_fo = 5
crit_arrival_ps = 2360
worst_path_max_delay_cell = "clkdlybuf4s50_1"
crit_top_cell = "clkdlybuf4s50_1"
cp_num_buf_inv = 2
crit_path_start_kind = "primary input"
required_ps = 2560
cp_cell_sequence = "clkdlybuf4s50_1 -> nor4b_2 -> and3b_1 -> and3_1 -> clkdlybuf4s50_1"
cp-startpoint = "pc[7]"
critPathKind = "in -> out"

[clocking]
post_cts_buffers = 0

[die]
coreArea_um2 = 3420
dieWidth_um = 80
initCoreUtil_pct = 9.89
dieArea_um2 = 6400
ioPinCount = 64
die_y_um = 80
row_count = 21

[worst_hold_path]
min_path_type = "in -> out"
hold_start = "pc[5]"

[flow_run]
tool_warnings = 55
cap_violations = 0

[global_route]
gr-usage-all-layers_pct = 2.93
grt_start_max_net_pins = 10
grt_overflow = 0
grt_pass1_wl_um = 1590
grt_pass1_vias = 327
antenna_found_initial = 0

[finish]
seq_area_um2 = 0
ff_count = 0
final_common_cell = "clkdlybuf4s50_1"
areaGrowthSynthToFinish_pct = 57.8
final_cell_mix = "clkdlybuf4s50_1 (24), conb_1 (17), o21ai_0 (4)"
drive_gt1_share_pct = 7.46
clkbuf_count = 0
logic_area_um2 = 224
fillers = 400

[power_and_ir_drop]
p_leak_nw = 0.210
ir_worst_vdd_uv = 7.49
power.density_nw_per_um2 = 53.8
==> where the power goes <==
part	switching, mW	internal, mW	total, mW
logic	0.0118	0.0169	0.0287
clock network	0	0	0
registers	0	0	0
total	0.0118	0.0169	0.0287
==> Yosys cell counts, drive strengths merged, types with 2 or more instances <==
master	n
and2	2
buf	24
a21oi	2
nor3	2
o21ai	4
nor2	2
==> layer usage <==
metal  part of all wire (%)  wire length, um  vias to the layer above  GRT usage (%)
met5                      0                0                        -              0
met4                      0                0                        0              0
met3                    9.9              111                        0          0.795
met2                     52              587                       19           5.62
met1                     38              426                      141           3.30
li1                       -                -                      158              -
==> area by class of cell <==
type / count / area share, %
timing repair buffer: 25 / 46.5
multi-input combinational: 41 / 42.0
tap: 46 / 10.8
inverter: 1 / 0.704
==> tightest hold or removal path, delay by kind of cell <==
family	cells	cell delay, ps
buffers and inverters	2	810
AOI/OAI and AO/OA	1	70
and+or+nand+nor	1	190
==> final timing paths <==
kind | end | cells after the start
worst max-delay path | out[14] | 5
worst min-delay path | out[31] | 4
==> cell families (layout without fill, tap and decap cells) <==
logic type | after synthesis | after routing
xor+xnor | 2 | 2
buf+inv | 25 | 26
simple gates | 14 | 14
compound gates | 8 | 8
other cells | 1 | 17
==> stage by stage <==
step / total power, mW / std cells / hold WS [ps] / instance area [um2] / util [%]
finish: 0.0287 / 113 / 2350 / 533 / 15.6
detailed placement: 0.0289 / 113 / 2360 / 528 / 15.5
CTS: 0.0290 / 113 / 2360 / 528 / 15.5
floorplan: 0.0266 / 66 / 1360 / 398 / -
global route: 0.0322 / 113 / 2430 / 533 / 15.6
global placement: 0.0287 / 113 / 2360 / 528 / 15.5
==> repair_timing <==
action | in CTS | in global routing
hold buffers | 0 | 0
endpoints found under the setup margin | 0 | 2
resized | 0 | 1
No activity file was given, so power comes from the tool's default toggle rates.
